===== design/flow/run.sh =====
#!/bin/bash
# OpenROAD 26Q1-2900-gdf79404cd8, Yosys 0.63+post, stock flow scripts
make -C /OpenROAD-flow-scripts/flow DESIGN_CONFIG=/design/flow/config.mk WORK_HOME=/design/flow/orfs finish

===== design/flow/config.mk =====
export PLATFORM = sky130hd
export DESIGN_NAME = xAndYCounter
export DESIGN_NICKNAME = xAndYCounter
export VERILOG_FILES = /design/flow/design.v
export SDC_FILE = /design/flow/constraint.sdc
export NUM_CORES = 4
export LEC_CHECK = 1
export CORE_AREA = 10 10 70 70
export DIE_AREA = 0 0 80 80

===== design/flow/constraint.sdc =====
current_design xAndYCounter

set clk_period 1.7
set clk_io_pct 0.2

create_clock -name clk0 -period $clk_period [get_ports {clock}]

set non_clock_inputs [all_inputs -no_clocks]
set_input_delay [expr $clk_period * $clk_io_pct] -clock clk0 $non_clock_inputs
set_output_delay [expr $clk_period * $clk_io_pct] -clock clk0 [all_outputs]

===== design/flow/design.v =====
module xAndYCounter(clock, resetn, x, y);
input clock, resetn;
output [7:0] x;
output [6:0] y;
wire [7:0] xTemp;
wire [6:0] yTemp;
xCounter countX(
.clock(clock),
.resetn(resetn),
.x(xTemp)
);
yCounter countY(
.clock(clock),
.resetn(resetn),
.x(xTemp),
.y(yTemp)
);
assign x = xTemp;
assign y = yTemp;
endmodule
module xCounter(clock, resetn, x);
input resetn;
output[7:0] x;
reg[7:0] counter;
reg[7:0] counter_next;
input clock;
always @(*) begin
	if (counter == 8'd160) begin
		counter_next = 8'b0;
	end
	else begin
	counter_next = counter + 1;
	end
end
always @(posedge clock or negedge resetn) begin
	if (!resetn)
		counter <= 8'b0;
	else
		counter <= counter_next;
end
assign x = counter;
endmodule
module yCounter(clock, resetn, x, y);
input resetn;
input [7:0] x;
output[6:0] y;
reg[6:0] counter;
reg[6:0] counter_next;
input clock;
always @(*) begin
	if (x == 8'd160) begin
		counter_next = counter + 1;
	end
end
always @(posedge clock or negedge resetn) begin
	if (!resetn)
		counter <= 7'b0;
	else
		counter <= counter_next;
end
assign out = counter;
endmodule

==> datasheet_impl.txt <==
Physical implementation characteristics

Parameter                              Value

Pwr
  Relative contribution of combinational cells to total power .................. 1.9%
  Total power .................. 0.3413 mW
  Leakage power figure .................. 0.2278 nW
  Sequential Power Share .................. 55.9%
  Int Power .................. 0.2734 mW
  Pwr dens .................. 596.9 nW/um^2
  Clk pwr share .................. 42.2%
  Proportion of total power due to net switching .................. 19.91%
  Worst IR Drop VDD .................. 163.6 uV
  Power spent charging and discharging nets .................. 0.06795 mW

Setup path
  Worst stage delay on the critical path .................. 0.52 ns
  Cell-by-cell listing of the critical path .................. clkdlybuf4s50_1
  Worst Path Arrival .................. 1.24 ns
  Required time reported for the critical path endpoint .................. 1.36 ns
  Launch point of the worst reg-to-reg path .................. countX.counter[0]$_DFF_PN0_
  Worst Setup SP .................. countX.counter[2]$_DFF_PN0_
  Critical Setup Path Class .................. register to primary output
  Sort of element at the start of the critical path .................. register
  R2R Setup Slk .................. 0.26 ns
  Critical-path top delay cell .................. sky130_fd_sc_hd__clkdlybuf4s50_1
  Critical path endpoint category .................. primary output
  Reg-to-Reg End .................. countX.counter[7]$_DFF_PN0_
  Critical path fanouts, max .................. 7
  CP Buf/Inv Count .................. 1
  Largest delay contributor family on the critical path .................. buffers and inverters
  Worst r2r path cells .................. 5
  Critical Path End .................. x[2]
  Number of stages on the worst setup path .................. 1

Place
  Placed instance count .................. 96
  Post-Place Worst Slack .................. 0.2922 ns
  Detailed placement HPWL .................. 730.7 um
  Gpl congestion .................. 0.7295
  Quantity of I/O buffers inserted on ports .................. 9

Synth
  Count of instantiated cells in the yosys netlist .................. 42
  Post-synth EDFFs .................. 0
  Main logic family .................. simple AND/OR/NAND/NOR gates
  Largest type area fraction .................. 46.38%
  Synth top cells by count .................. sky130_fd_sc_hd__dfrtp_1, sky130_fd_sc_hd__buf_4, sky130_fd_sc_hd__xnor2_1
  Post-synthesis share of cell area spent on and, or, nand and nor gates .................. 21.16%
  Most common flop cell mapped by yosys .................. sky130_fd_sc_hd__dfrtp_1
  Largest cells by area after synthesis .................. sky130_fd_sc_hd__dfrtp_1, sky130_fd_sc_hd__buf_4, sky130_fd_sc_hd__xnor2_1
  Synth async-reset ratio .................. 100.0%
  Yosys warning tally .................. 10
  Sequential cell area fraction in the yosys report .................. 46.38%
  AO/OA Area Share .................. 3.768%
  Synth mux share .................. 0%
  Avg Synthesized Cell Area .................. 10.28 um^2
  Synthesized-area fraction occupied by adder cells .................. 5.797%
  Xor-xnor portion of the synthesized cell area .................. 8.116%
  Unique masters post-synth .................. 19
  Netlist area before placement .................. 431.7 um^2
  Cell type with the highest aggregate area in the netlist .................. sky130_fd_sc_hd__dfrtp_1
  Cell with the most instances after synthesis .................. sky130_fd_sc_hd__dfrtp_1
  Summed standard-cell area reported by yosys .................. 431.7 um^2
  Number of storage elements in the synthesis netlist .................. 8
  Synthesized netlist cell count .................. 42

STA
  Final slew viol count .................. 0
  Slack of the critical path .................. 0.1186 ns
  Clock skew after layout .................. 0.003823 ns
  Setup TNS Final .................. 0 ns
  Setup violations, final .................. 0
  Maximum clock frequency .................. 632.3 MHz
  Least-Margin Pin Slew .................. 0.5322 ns
  Worst rel slew slack .................. 64.23%
  Minimum period implied by the final worst setup slack .................. 1.581 ns
  Final number of hold-violating endpoints .................. 0
  Setup repair after global routing missed its margin .................. false
  Part of the cycle the worst path needs .................. 93.03%

Final layout
  Post-layout utilization of the core .................. 16.74%
  Register bank with the most flops .................. countX.counter
  Regs by FF count .................. countX.counter (8)
  Share of post-route cells with drive strength above 1 .................. 7.547%
  Non-filler cells, final .................. 99
  Largest register FFs .................. 8
  Layout-stage area growth over the synthesis result .................. 32.46%

CTS
  Number of H-tree levels .................. 1
  Cts-stage hold buffer count .................. 0
  Clock Tree Root .................. sky130_fd_sc_hd__clkbuf_4
  Clock Sink Count .................. 8
  Number of clock buffers inserted by TritonCTS .................. 3
  Clock transition time at the flip-flop clock pins of the worst setup and hold paths .................. 0.05 ns
  TritonCTS clock tree .................. done
  Clk buf depth .................. 2
  Count of buffers added by post-CTS timing repair for setup .................. 0
  Clock insertion delay at the later pin of the skew report .................. 0.25 ns
  Number of gates resized after cts .................. 0

GRT
  Layer carrying the most global-route usage .................. met1
  Antenna violations before repair .................. 0
  Number of global-route vias before repair .................. 302
  GRT Resource Usage Total .................. 2.728%
  Maximum number of pins on one net before global-route repair .................. 9
  Total global routing overflow .................. 0
  GR Util met1 .................. 3.390%
  Met3 usage in global routing .................. 2.727%
  Met2 GRT Util .................. 3.130%
  Global-route wire length before repair .................. 1373 um

Floorplan
  Area of the core .................. 3416 um^2
  Die Width .................. 80 um
  Row Count .................. 21
  Count of pins on the block boundary .................. 17
  Total die area .................. 6400 um^2
  Die outline height .................. 80 um
  Starting density of the core .................. 12.64%

Run
  Total tool warning count .................. 26
  Count of max-cap constraint violations .................. 0

Run status
  Status .................. complete, no violations

Route
  First-pass iteration count of the detailed router .................. 2
  Avg WL per Cell .................. 9.253 um
  DRC violations left .................. 0
  Antenna diode instance count .................. 0
  Detail-routed via count per cell .................. 3.152
  Routed WL .................. 916 um
  Remaining antenna violation count .................. 0
  Total vias in the final route .................. 312
  Detailed Route Iter0 Violations .................. 27

Worst hold path
  Path category of the worst min-delay check .................. primary input to asynchronous set/reset pin
-- through the flow --
| step | area (um^2) | hold slack, ns |
|---|---|---|
| final | 571.8 | 0.3639 |
| after global routing | 571.8 | 0.3749 |
| after CTS | 571.8 | 0.3710 |
| after detailed placement | 549.3 | 0.5229 |
| after global placement | 549.3 | 0.5050 |
| after floorplan | 454.2 | 0.04441 |
-- logic make-up after synthesis --
group	after synthesis
flip-flops	8
adder cells (fa/ha/maj)	2
AND-OR/OR-AND	3
XOR/XNOR	4
other	1
AND/OR/NAND/NOR	15
buffers and inverters	9
-- area by class of cell --
type / instances / area (um^2)
fillers: 389 / 2844
flip-flops and latches: 8 / 200.2
multi-input cells: 31 / 193.9
repair buffers: 9 / 90.09
well taps: 46 / 57.56
clock buffers: 3 / 22.52
inverters: 2 / 7.507
-- worst min-delay path by stage --
stage	startpoint	endpoint	slack [ns]	depth (start not counted)
CTS	resetn	countX.counter[0]$_DFF_PN0_	0.37	1
global route	resetn	countX.counter[0]$_DFF_PN0_	0.37	1
finish	resetn	countX.counter[0]$_DFF_PN0_	0.36	1
-- layout by cell type, fill, tap and decap left out, types with 2 or more instances in the layout --
cell                              count
sky130_fd_sc_hd__dfrtp_1              8
sky130_fd_sc_hd__and4_1               2
sky130_fd_sc_hd__inv_1                2
sky130_fd_sc_hd__ha_1                 2
sky130_fd_sc_hd__conb_1               7
sky130_fd_sc_hd__nor2_1               2
sky130_fd_sc_hd__nand3_1              2
sky130_fd_sc_hd__xnor2_1              4
sky130_fd_sc_hd__nand2_1              3
sky130_fd_sc_hd__clkbuf_4             3
sky130_fd_sc_hd__clkdlybuf4s50_1      9
-- power by group through the flow --
stage	clock, mW	combinational [mW]	sequential (mW)
after CTS	0.151	0.00738	0.191
after global routing	0.162	0.00809	0.190
final	0.144	0.00649	0.191
-- layer usage --
| layer | share of wire (%) | wire (um) | vias up |
|---|---|---|---|
| li1 | - | - | 152 |
| met1 | 43 | 395 | 143 |
| met2 | 39 | 359 | 15 |
| met3 | 17 | 152 | 2 |
| met4 | 0.98 | 9 | 0 |
| met5 | 0 | 0 | - |
Power figures rest on the tool's default switching activity, not on a simulated workload.
