==> /design/flow/design.v <==
module control(
    input clk,
    input resetn,
	 input go_x,
    input go_y,
    input [3:0] counter_out,
    output reg  ld_y, ld_colour, plot, ld_x
    );
    reg [3:0] current_state, next_state; 
    localparam  S_LOAD_X_WAIT   = 4'd0,
					 S_LOAD_X		  = 4'd1,
					 S_LOAD_Y_WAIT   = 4'd2,
                S_LOAD_Y_COLOUR = 4'd3,	 
					 S_PLOT = 4'd4;
    always@(*)
    begin: state_table
            case (current_state)
					 S_LOAD_X_WAIT: next_state = go_x ? S_LOAD_X_WAIT : S_LOAD_X;
					 S_LOAD_X: next_state = S_LOAD_Y_WAIT;
                S_LOAD_Y_WAIT: next_state = go_y ? S_LOAD_Y_WAIT : S_LOAD_Y_COLOUR;  
                S_LOAD_Y_COLOUR: next_state = S_PLOT;  
					 S_PLOT: next_state = (counter_out == 4'd15) ? S_LOAD_X_WAIT : S_PLOT;
            default:     next_state = S_LOAD_X_WAIT;
        endcase
    end  
    always @(*)
    begin: enable_signals
        ld_y = 1'b0;
		  ld_x = 1'b0;
		  ld_colour = 1'b0;
		  plot = 1'b0; 
        case (current_state)
				S_LOAD_X: begin
					 ld_x = 1'b1;
					 end
            S_LOAD_Y_COLOUR: begin
                ld_y = 1'b1;
					 ld_colour = 1'b1; 
                end
            S_PLOT: begin
                plot = 1'b1;
                end    
        endcase
    end  
    always@(posedge clk)
    begin: state_FFs
        if(!resetn)
            current_state <= S_LOAD_X_WAIT;
        else
            current_state <= next_state;
    end  
endmodule
==> /design/flow/run.sh <==
#!/bin/bash
# OpenROAD 26Q1-2900-gdf79404cd8, Yosys 0.63+post, stock flow scripts
make -C /OpenROAD-flow-scripts/flow DESIGN_CONFIG=/design/flow/config.mk WORK_HOME=/design/flow/orfs finish
==> /design/flow/config.mk <==
export PLATFORM = sky130hd
export DESIGN_NAME = control
export DESIGN_NICKNAME = control
export VERILOG_FILES = /design/flow/design.v
export SDC_FILE = /design/flow/constraint.sdc
export NUM_CORES = 4
export LEC_CHECK = 1
export CORE_AREA = 10 10 70 70
export DIE_AREA = 0 0 80 80
==> /design/flow/constraint.sdc <==
current_design control

set clk_period 1.0
set clk_io_pct 0.2

create_clock -name clk0 -period $clk_period [get_ports {clk}]

set non_clock_inputs [all_inputs -no_clocks]
set_input_delay [expr $clk_period * $clk_io_pct] -clock clk0 $non_clock_inputs
set_output_delay [expr $clk_period * $clk_io_pct] -clock clk0 [all_outputs]
==> notes.md <==
Update from the flow run.

In the final layout, flip-flops and latches occupy 103 sq um. The pin closest to its max-slew limit shows a slew of 0.186 ns. After layout, the worst path uses around 97% of the clock period. The length of the first detailed-routing pass in iterations is 2.

The largest register by flop count is current_state. CTS built an H-tree with a depth of 1. The type of the worst setup path is reg -> out.

The mean post-synth cell area is about 10 sq um. In this run the core area contains 21 standard-cell rows. Max-slew check failures listed in the final report amount to 0. The number of warnings printed during yosys synthesis is 1. Dividing total power by cell area gives a power density of 1300 nW/um^2.

The count of nets left with antenna violations after detail routing is 0. The multi-input combinational cells in the finished layout cover a total of 61.3 sq um. The register with the most flip-flops in the layout has 5 of them. For the finished layout, the period the worst path requires is 0.968 ns. The number of max-cap violations is 0. Setup total negative slack on the finished layout was measured at 0 ns. In the final layout, the registers with the most flip-flops are current_state (5).

Once iteration 0 of detailed routing completed, the report listed 2 DRC markers. The post-synthesis compound-gate area fraction is between 10% and 20%. For reference, full adder, half adder and majority cells occupy 0% of the area reported after synthesis.

In the final layout, the fill cell count is between 400 and 500. The number of placed instances, taps included is 74. The clock tree skew after final layout is roughly 0.00013 ns. The number of clock sinks came to 5.

The horizontal die size is 80 um. At the later pin of the worst-skew pair, clock insertion delay measures 0.24 ns. The sort of element at the start of the critical path is a register. The tool warning count for the run is 26.

After global routing the overflow that remains totals 0. Input and output buffers added on the ports amount to 11. The number of non-filler instances in the completed layout is 79.

Hold repair after CTS inserted 0 buffers. The signal arrival time at the worst endpoint is 0.77 ns. The flow ran to the end, and the final reports show no timing, DRC or antenna violations. The parity-gate share of the synthesized area counting xor and xnor cells is 0%. The main kind of combinational logic by area is simple AND/OR/NAND/NOR gates. The flip-flop and latch count after synthesis is 5. The final RePlAce weighted congestion is 0.693. The core region area is around 3400 sq um. Synthesis handed over a netlist of 17 instances. The final setup slack of the worst path is 0.0315 ns. The total die size is 6400 sq um. The synthesized-area fraction occupied by and/or/nand/nor cells is 23.2%. The timing-limited maximum frequency is 1030 MHz. Yosys reports a chip area of 173 sq um. In the routed netlist, the antenna diode instances number 0.

In the post-route report, total wirelength is listed as 609 um. Of all nets on the critical path, the largest fanout is 2. In the synthesized netlist, mux cells make up 0% of the area.

Per Yosys stat, the portion of area used by sequential elements is 58.0%. TritonCTS built the clock tree. The number of antenna violations at the first check in global routing is 0.

The tree is rooted in a clkbuf_4. The number of vias per cell is 2.27. The peak supply drop is 0.436 mV. Counting distinct cell types in the post-synthesis netlist gives 12. The via count of the first global-routing pass came to around 210.

Detailed routing inserted a total of 179 vias. According to the hold report, the worst path is of the reg -> reg type. On the worst setup and hold paths after CTS, the clock-pin slew comes to approximately 0.04 ns. Per the OpenROAD floorplan log, the height of the die is 80 um. Cells with a size suffix above 1 make up between 20% and 30% of the layout. The sum of net half-perimeters after detailed placement is roughly 480 um. Setup repair after global routing left no endpoint under its margin.

Ranking logic cells in the layout by count gives the top entries clkdlybuf4s50_1, clkbuf_4, dfxtp_1, clkdlybuf4s15_1. The global-route wire length before repair is 945 um. The top cell type in the final layout, fill and taps aside, is clkdlybuf4s50_1. Hold is met by roughly 0.44 ns.

The total leakage power is 0.000139 uW. After synthesis the cells add up to approximately 170 sq um. Entering global routing, the biggest net connects 7 pins. Pin placement for this block handled 12 I/O pins. The CTS buffer count is 3. The critical path capture point type is a primary output. The data required time of the critical path is 0.80 ns.

The worst slack at placement is -0.182 ns. Counting endpoints that fail hold in the final report gives 0. The signed area change from the synthesized netlist to the final layout is 121%.

The cell count in the Yosys report is 17. The last timing report of the flow puts the setup violation total at 0. The share of the core filled by cells before placement is 5.05%.

The script logs the mean routed wire length per placed instance as 7.71 um. The number of design rule violations left after detail routing is 0. The worst slew slack as a fraction of its limit is 87.6%. The buffer depth of the longest clock path is 2. The overall track demand over capacity in global routing is 1.95%.
## power by group
| group | leakage, uW | switching (uW) | internal, uW |
|---|---|---|---|
| Clock | 0.0000150 | 80.6 | 151 |
| Sequential | 0.0000420 | 4.39 | 209 |
| Combinational | 0.0000818 | 13.2 | 38.1 |
## repair_timing
action                                  4_1_cts  5_1_grt
gates cloned                                  0        0
setup buffers                                 2        0
endpoints found under the setup margin        4        3
resized                                      11        2
hold endpoints to repair                      0        0
pin swaps                                     1        1
## cell families (layout without fill, tap and decap cells)
family / after synthesis / after routing
DFF: 5 / 5
and+or+nand+nor: 7 / 7
AOI/OAI and AO/OA: 3 / 3
buffers and inverters: 2 / 18
## cell type report
class / instances / area share, %
timing repair buffer: 13 / 34.1
clock buffer: 4 / 6.89
sequential: 5 / 26.9
inverter: 1 / 0.984
multi-input combinational: 10 / 16.1
tap: 46 / 15.1
## layer usage
layer | vias to the layer above | wire, um | GRT usage, % | part of all wire [%]
li1 | 91 | - | - | -
met1 | 74 | 373 | 2.87 | 61
met2 | 14 | 135 | 1.77 | 22
met3 | 0 | 99 | 1.93 | 16
met4 | 0 | 0 | 0.352 | 0
met5 | - | 0 | 0 | 0
## synth_stat cells
cell type,n,area [sq um]
a21oi_1,1,5.00
buf_4,1,7.51
and2_1,1,6.26
nand2_1,2,7.51
nand4_1,1,6.26
nor2_1,1,3.75
and3b_2,1,10.0
nor2b_1,1,6.26
inv_1,1,3.75
a22o_1,1,8.76
dfxtp_1,5,100
o211ai_1,1,7.51
## critical path: stages, from the launching register on
cell and delay, ns:
dfxtp_2 0.32, buf_6 0.11, buf_6 0.10
## stage by stage
stage	area (sq um)	power (uW)	utilization [%]
after floorplan	173	226	-
after global placement	340	266	9.96
after detailed placement	340	268	9.96
after CTS	382	506	11.2
after global routing	382	520	11.2
final	382	496	11.2
## worst paths after layout
path                          from                to  slack, ns  cells past startpoint
setup / recovery  current_state[4]              ld_y       0.03                      2
hold / removal    current_state[2]  current_state[4]       0.44                      2
setup reg to reg  current_state[4]  current_state[1]       0.12                      3
hold reg to reg   current_state[2]  current_state[4]       0.44                      2
Power is estimated from default activity; no workload was simulated.
